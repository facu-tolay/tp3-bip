<file path="flow/design.v">
`timescale 1ns / 1ps
module FIFO
  #(
    parameter NB_WORD = 8,
    parameter N_WORD_BUFFER = 4
    )
   (
    output [NB_WORD-1:0] o_data,
    output               o_fifo_empty, o_fifo_full,
    input [NB_WORD-1:0]  i_data,
    input                i_read, i_write,
    input                i_rst, i_clk
    );
   localparam NB_PTR = clog2(N_WORD_BUFFER);
   integer               index;
   reg [NB_PTR+1-1:0]    rd_ptr_reg, wr_ptr_reg;
   reg [NB_WORD-1:0]     buffer[0:N_WORD_BUFFER-1];
   reg                   i_read_reg;
   wire [NB_PTR-1:0]     rd_ptr, wr_ptr;
   wire                  rd_ptr_of, wr_ptr_of;
   initial
     for (index = 0; index < N_WORD_BUFFER; index = index+1) begin
        buffer[index] = {NB_WORD{1'b0}};
     end
   assign {rd_ptr_of, rd_ptr} = rd_ptr_reg;
   assign {wr_ptr_of, wr_ptr} = wr_ptr_reg;
   assign o_data = buffer[rd_ptr];
   assign o_fifo_empty = (rd_ptr_reg == wr_ptr_reg);
   assign o_fifo_full = (rd_ptr == wr_ptr) & (rd_ptr_of != wr_ptr_of);
   always@(posedge i_clk) begin
      i_read_reg <= i_read;
      if (i_rst) begin
         rd_ptr_reg <= {NB_PTR+1{1'b0}};
      end
      else begin
         if(i_read & ~i_read_reg) begin
            rd_ptr_reg <= rd_ptr+1;
         end
      end
   end
   always@(negedge i_clk)begin
      if(i_rst)begin
         wr_ptr_reg <= {NB_PTR+1{1'b0}};
      end
      else begin
         if(i_write) begin
            buffer[wr_ptr] <= i_data;
            wr_ptr_reg <= wr_ptr+1;
         end
      end
   end
function integer clog2;
   input integer value;
   begin
      value = value-1;
      for (clog2=0; value>0; clog2=clog2+1)
        value = value>>1;
   end
endfunction
endmodule
</file>
<file path="flow/run.sh">
#!/bin/bash
# OpenROAD 26Q1-2900-gdf79404cd8, Yosys 0.63+post, stock flow scripts
make -C /OpenROAD-flow-scripts/flow DESIGN_CONFIG=/design/flow/config.mk WORK_HOME=/design/flow/orfs finish
</file>
<file path="flow/config.mk">
export PLATFORM = sky130hd
export DESIGN_NAME = FIFO
export DESIGN_NICKNAME = FIFO
export VERILOG_FILES = /design/flow/design.v
export SDC_FILE = /design/flow/constraint.sdc
export NUM_CORES = 4
export LEC_CHECK = 1
export CORE_UTILIZATION = 30
</file>
<file path="flow/constraint.sdc">
current_design FIFO

set clk_period 2.7
set clk_io_pct 0.2

create_clock -name clk0 -period $clk_period [get_ports {i_clk}]

set non_clock_inputs [all_inputs -no_clocks]
set_input_delay [expr $clk_period * $clk_io_pct] -clock clk0 $non_clock_inputs
set_output_delay [expr $clk_period * $clk_io_pct] -clock clk0 [all_outputs]
</file>
==> impl_metrics.csv <==
group,metric,value,unit
yosys,yosysSeqAreaShare,0.720,
critical_path,crit_buf_inv,1,
layout,fin_cells,221,
routing,ant_nets,0,
power_and_ir_drop,peakVddDrop,312,uV
critical_path,criticalPathCategory,"flip-flop to output pin",
yosys,yosys-stat-cells,81,
routing,drt_iter0_markers,21,
floorplanning,fp.coreArea,4820,sq um
layout,final_core_util,0.458,
global_route,grt_max_degree,13,
floorplanning,die-area,5390,sq um
power_and_ir_drop,seqPwrFrac,0.435,
critical_path,path_cells,"mux4_2 > buf_2",
power_and_ir_drop,p_leak,0.943,nW
clocking,clockBufferDepth,2,
sta,maxSlewHeadroom,0.617,
critical_path,critPathTopFamily,"multiplexers",
run,drv_cap,0,
clocking,cts_inserted_buffers,5,
floorplanning,die_x,73.4,um
power_and_ir_drop,p_switching,367,uW
layout,area.growth.synth_to_final,44.4,%
routing,via_per_inst,3.98,
critical_path,cp.arrival,2640,ps
floorplanning,core.rowCount,25,
yosys,synth_cells,81,
yosys,ys_types,15,
yosys,synth.cell_area,1530,sq um
run_status,violations,"setup timing",
power_and_ir_drop,p_int,1.21,mW
critical_path,max_stage_delay,470,ps
place,dp_hpwl,1560,um
yosys,yosys_area,1530,sq um
sta,slew_violations,0,
global_route,grt_overflow,0,
global_route,grt_first_pass_wirelength,3660,um
yosys,top_area_frac,0.628,
routing,n_antenna_cell,0,
sta,rsz0062_at_grt,"true",
power_and_ir_drop,pwr_density_cell,713,nW/um^2
yosys,ys.flops,39,
layout,drive_above_1_share,0.299,
layout,largest_register_ffs,32,
critical_path,setup.worst_path.start_class,"flip-flop",
sta,hold_viol,0,
sta,final-setup-viol-count,10,
global_route,grt_pass1_vias,888,
run_status,status,"complete, but fails checks",
yosys,synth_warnings,1,
critical_path,cp.required,2160,ps
clocking,clock_latency,350,ps
global_route,grt_usage,0.0973,
routing,num_vias,879,
clocking,path_clk_slew,80,ps
run,warnings,65,
power_and_ir_drop,p_sw_frac,0.233,
critical_path,critPathCaptureType,"output pin",
place,dpl-instance-area,1940,sq um
sta,tightest_slew,574,ps
clocking,cts-root-buf,"clkbuf_8",
place,gp_congestion,0.760,
routing,wl_per_cell,10.7,um
floorplanning,fp_util,0.317,
routing,firstDrtPassIters,4,
sta,worst_clock_skew,6.49,ps
yosys,top_area_cell,"edfxtp_1",
layout,final_cell_area,2210,sq um
critical_path,crit_path_max_fanout,1,
place,placed_cells,178,
critical_path,slowest_stage,"mux4_2",
routing,wirelength,2360,um
sta,setup_ws,-482,ps
yosys,avgSynthCellArea,18.9,sq um
place,port_buffers,21,
power_and_ir_drop,fin_total_pwr,1.57,mW
place,place_ws,-520,ps
global_route,antenna_found_initial,0,
floorplanning,ioPinCount,22,
power_and_ir_drop,p_comb_frac,0.078,
yosys,ys_top_cells_by_area,"edfxtp_1 (63%), mux4_2 (12%), dfxtp_1 (9.2%)",
floorplanning,die_h,73.4,um
routing,drc_errors,0,
clocking,cts.sinks,39,
clocking,cts_tree,"done",
clocking,htree_levels,2,
power_and_ir_drop,clockPowerShare,0.487,
clocking,holdBufCountCts,0,
hold_path,min_path_type,"flip-flop to flip-flop",
[cells in the mapped netlist]
cell type,count
edfxtp_1,32
mux4_2,8
dfxtp_1,7
nor2_1,7
ha_1,5
and2_1,4
mux2i_1,4
xnor2_1,4
inv_1,3
nor2b_1,2
and3_1,1
buf_2,1
buf_6,1
nand2_1,1
xor2_1,1
[power groups by stage]
| stage | Combinational (mW) | Clock (mW) | Sequential (mW) |
|---|---|---|---|
| 4_1_cts | 0.126 | 0.791 | 0.684 |
| 5_1_grt | 0.137 | 0.857 | 0.684 |
| 6_report | 0.123 | 0.767 | 0.684 |
[cells by family (layout without fill, tap and decap cells)]
family | after synthesis | count (layout) | share of synthesized area
DFF | 39 | 39 | 0.720
xor gates and xnor gates | 5 | 5 | 0.0286
buffers and inverters | 5 | 78 | 0.0180
adders and majority gates | 5 | 5 | 0.0409
muxes | 12 | 12 | 0.144
and+or+nand+nor | 15 | 15 | 0.0483
[placed cells by master (no fill, tap or decap), drive strengths merged]
cell type      netlist  routed
and2                 4       4
and3                 1       1
buf                  2      22
bufinv               0       1
clkbuf               0       7
clkdlybuf4s50        0       9
dfxtp                7       7
dlygate4sd2          0       2
edfxtp              32      32
ha                   5       5
inv                  3      37
mux2i                4       4
mux4                 8       8
nand2                1       1
nor2                 7       7
nor2b                2       2
xnor2                4       4
xor2                 1       1
[worst register-to-register path, delay by kind of cell, from the launching register on]
kind | cells | cell delay (ps)
adders and majority gates | 1 | 340
DFF | 1 | 690
muxes | 1 | 130
and+or+nand+nor | 1 | 50
[cell type report]
cell class,count,area [sq um]
sequential,39,1100
timing repair buffer,33,298
multi-input combinational,37,433
clock buffer,7,119
tap,67,83.8
inverter,2,7.51
clock inverter,36,161
fill,425,2610
[metal layers]
layer  up-vias  global-route usage  wire [um]
met4         0              0.0321         56
met3         5              0.0777        221
met5         -                   0          0
li1        449                   -          -
met2        37               0.148       1110
met1       388               0.103        979
[final timing paths]
| check | startpoint | endpoint | slack [ps] | depth (start not counted) |
|---|---|---|---|---|
| setup / recovery | buffer[3][4]$_DFFE_NP_ | o_data[4] | -480 | 2 |
| hold / removal | rd_ptr_reg[2]$_SDFFE_PP0P_ | rd_ptr_reg[2]$_SDFFE_PP0P_ | 580 | 2 |
| setup reg to reg | rd_ptr_reg[1]$_SDFFE_PP0P_ | rd_ptr_reg[1]$_SDFFE_PP0P_ | 1390 | 3 |
| hold reg to reg | rd_ptr_reg[2]$_SDFFE_PP0P_ | rd_ptr_reg[2]$_SDFFE_PP0P_ | 580 | 2 |
[timing repair]
action / in CTS / in global routing
hold endpoints to repair: 0 / 0
endpoints found under the setup margin: 42 / 10
setup buffers: 1 / 0
resized: 40 / 1
pin swaps: 5 / 5
[through the flow]
step / hold WS, ps / setup TNS [ps]
6_report: 583 / -4240
5_1_grt: 599 / -4880
4_1_cts: 538 / -4460
3_5_place_dp: 508 / -20260
3_3_place_gp: 518 / -19690
2_1_floorplan: 480 / 0
